`design/flow/run.sh`:
```
#!/bin/bash
# OpenROAD 26Q1-2900-gdf79404cd8, Yosys 0.63+post, stock flow scripts
make -C /OpenROAD-flow-scripts/flow DESIGN_CONFIG=/design/flow/config.mk WORK_HOME=/design/flow/orfs finish
```
`design/flow/config.mk`:
```
export PLATFORM = sky130hd
export DESIGN_NAME = top
export DESIGN_NICKNAME = top
export VERILOG_FILES = /design/flow/design.v
export SDC_FILE = /design/flow/constraint.sdc
export NUM_CORES = 4
export LEC_CHECK = 1
export CORE_UTILIZATION = 50
export SYNTH_MEMORY_MAX_BITS = 65536
```
`design/flow/constraint.sdc`:
```
current_design top

set clk_period 29.4
set clk_io_pct 0.2

create_clock -name clk0 -period $clk_period [get_ports {clk}]

set non_clock_inputs [all_inputs -no_clocks]
set_input_delay [expr $clk_period * $clk_io_pct] -clock clk0 $non_clock_inputs
set_output_delay [expr $clk_period * $clk_io_pct] -clock clk0 [all_outputs]
```
`design/flow/design.v`:
```
module frame_updater (
    input clk,
    input updateRequest,
    output reg [9:0] addr,
    output reg [7:0] data,
    output reg write
);
    reg [6:0] x_pos = 0;        
    reg [2:0] current_page = 0;  
    reg [6:0] col_counter = 0;   
always @(posedge clk) begin
    write <= 0;
    if (updateRequest) begin
        addr <= current_page * 128 + col_counter;
        data <= (col_counter * current_page + x_pos) & 8'h10 
                ? 8'hFF : 8'h00;
        write <= 1;
        if (col_counter < 127) col_counter <= col_counter + 1;
        else begin
            col_counter <= 0;
            current_page <= (current_page < 7) ? current_page + 1 : 0;
            x_pos <= x_pos - 1;
        end
    end
end
endmodule
module screen #(
    parameter STARTUP_WAIT = 32'd10_000_000,   
    parameter REFRESH_DIVIDER = 27'd9   
)(
    input clk,            
    output io_sclk,       
    output io_sdin,       
    output io_cs,         
    output io_dc,         
    output io_reset,      
    output reg buffer_update_request,   
    input [9:0] buffer_update_addr,     
    input [7:0] buffer_update_data,     
    input buffer_update_write           
);
    localparam STATE_INIT_POWER        = 0;
    localparam STATE_LOAD_INIT_CMD     = 1;
    localparam STATE_SEND              = 2;
    localparam STATE_CHECK_FINISHED_INIT = 3;
    localparam STATE_LOAD_DATA         = 4;
    reg [2:0] state = STATE_INIT_POWER;
    reg [31:0] counter = 0;
    reg dc = 1;
    reg sclk = 1;
    reg sdin = 0;
    reg reset = 1;
    reg cs = 0;
    reg [7:0] dataToSend = 0;
    reg [3:0] bitNumber = 0;
    reg [9:0] pixelCounter = 0;
    reg [26:0] refreshCounter = 0;
    wire refreshTrigger = (refreshCounter == REFRESH_DIVIDER - 1);
    localparam SETUP_INSTRUCTIONS = 23;
    reg [(SETUP_INSTRUCTIONS*8)-1:0] startupCommands = {
        8'hAE, 8'h81, 8'h7F, 8'hA6, 8'h20, 8'h00, 8'hC8, 
        8'h40, 8'hA1, 8'hA8, 8'h3F, 8'hD3, 8'h00, 8'hD5, 
        8'h80, 8'hD9, 8'h22, 8'hDB, 8'h20, 8'h8D, 8'h14, 
        8'hA4, 8'hAF
    };
    reg [7:0] commandIndex = SETUP_INSTRUCTIONS * 8;
    (* ram_style = "block" *) reg [7:0] screenBuffer [0:1023];
    assign io_sclk = sclk;
    assign io_sdin = sdin;
    assign io_dc = dc;
    assign io_reset = reset;
    assign io_cs = cs;
    always @(posedge clk) begin
        if (buffer_update_write) begin
            screenBuffer[buffer_update_addr] <= buffer_update_data;
        end
    end
    always @(posedge clk) begin
        buffer_update_request <= 0;
        if (state >= STATE_LOAD_DATA) begin   
            if (refreshTrigger) begin
                refreshCounter <= 0;
                buffer_update_request <= 1;
            end else begin
                refreshCounter <= refreshCounter + 1;
            end
        end
    end
    always @(posedge clk) begin
        case (state)
            STATE_INIT_POWER: begin
                counter <= counter + 1;
                if (counter < STARTUP_WAIT)
                    reset <= 1;
                else if (counter < STARTUP_WAIT * 2)
                    reset <= 0;
                else if (counter < STARTUP_WAIT * 3)
                    reset <= 1;
                else begin
                    state <= STATE_LOAD_INIT_CMD;
                    counter <= 0;
                end
            end
            STATE_LOAD_INIT_CMD: begin
                dc <= 0;
                dataToSend <= startupCommands[(commandIndex-1)-:8];
                state <= STATE_SEND;
                bitNumber <= 3'd7;
                cs <= 0;
                commandIndex <= commandIndex - 8;
            end
            STATE_SEND: begin
                if (counter == 0) begin
                    sclk <= 0;
                    sdin <= dataToSend[bitNumber];
                    counter <= 1;
                end else begin
                    counter <= 0;
                    sclk <= 1;
                    if (bitNumber == 0)
                        state <= STATE_CHECK_FINISHED_INIT;
                    else
                        bitNumber <= bitNumber - 1;
                end
            end
            STATE_CHECK_FINISHED_INIT: begin
                cs <= 1;
                if (commandIndex == 0)
                    state <= STATE_LOAD_DATA;
                else
                    state <= STATE_LOAD_INIT_CMD;
            end
            STATE_LOAD_DATA: begin
                if (pixelCounter == 0) begin
                    dc <= 0;  
                    if (bitNumber == 3'd7) begin
                        dataToSend <= 8'h21;  
                        bitNumber <= 3'd6;
                    end
                    else if (bitNumber == 3'd6) begin
                        dataToSend <= 8'h00;  
                        bitNumber <= 3'd5;
                    end
                    else if (bitNumber == 3'd5) begin
                        dataToSend <= 8'h7F;  
                        bitNumber <= 3'd4;
                    end
                    else if (bitNumber == 3'd4) begin
                        dataToSend <= 8'h22;  
                        bitNumber <= 3'd3;
                    end
                    else if (bitNumber == 3'd3) begin
                        dataToSend <= 8'h00;  
                        bitNumber <= 3'd2;
                    end
                    else if (bitNumber == 3'd2) begin
                        dataToSend <= 8'h07;  
                        bitNumber <= 3'd1;
                    end
                    else begin
                        dc <= 1;  
                        dataToSend <= screenBuffer[pixelCounter];
                        pixelCounter <= pixelCounter + 1;
                        bitNumber <= 3'd7;
                    end
                end
                else begin
                    dc <= 1;  
                    dataToSend <= screenBuffer[pixelCounter];
                    pixelCounter <= pixelCounter + 1;
                    if (pixelCounter == 10'd1023)
                        pixelCounter <= 0;
                end
                cs <= 0;
                state <= STATE_SEND;
            end
        endcase
    end
  frame_updater updater (
    .clk(clk),
    .updateRequest(buffer_update_request),
    .addr(buffer_update_addr),
    .data(buffer_update_data),
    .write(buffer_update_write)
  );
endmodule
module top (
  input clk,
  input btn1,
  input btn2,
    output io_sclk,
    output io_sdin,
    output io_cs,
    output io_dc,
    output io_reset
);
  screen display (
    .clk(clk),
.io_sclk(io_sclk),
.io_sdin(io_sdin),
.io_cs(io_cs),
.io_dc(io_dc),
.io_reset(io_reset)
  );
endmodule
```
==> qor.yml <==
status: "finished clean"
cp.depth: 1
final_antenna_net_count: 0
fmax_mhz: 135
async_flop_share_pct: 0
dr_total_vias: 30900
irDropWorstVdd_mv: 0.0523
grt_max_degree: 224
path_max_fanout: 1
synth_cells: 3730
min_period_ns: 7.41
critPathKind: "flop to output port"
leakage_uw: 0.0127
slew_viol_final: 0
grtUsageTotal_pct: 29.4
synth_top_area_share_pct: 66.7
synth_flops: 1146
power.density_mw_per_mm2: 56.7
gp_congestion: 0.890
grt_pass1_wl_um: 200000
hold_class: "flop to flop"
ctsRootBufferMaster: "clkbuf_16"
reg2regPathDepth: 12
wirelength_um: 136000
ys_types: 78
drt-vias-per-instance: 6.03
die_area_mm2: 0.104
post-cts-setup-buffers: 0
top_cells_by_area: "edfxtp_1, mux4_2, nor2_1"
fillers: 7821
fin_util_pct: 55.5
holdPathStages: 0
largest_area_cell: "edfxtp_1"
grt_overflow: 0
cts.sinks: 1146
required_ns: 23.52
cts_tree: "built"
antenna_cells: 0
num_io_pins: 8
synth_warnings: 2
crit_path_end_kind: "output port"
cts_max_level: 3
syn_area_per_cell_um2: 13.8
startpoint_type: "flop"
dpl.hpwl_um: 74700
common_cells: "edfxtp_1, nor2_1, mux4_2"
area_growth_pct: 9.87
drtIter0Drc: 2576
worstPathCellList: "clkdlybuf4s50_1"
initCoreUtil_pct: 50.5
slew_headroom_pct: 31.2
critPathArrivalTime_ns: 1.53
grt_setup_unrepaired: "no"
routedWlPerCell_um: 26.4
ys_seq_share_pct: 66.8
path_clk_slew_ns: 0.06
drive_above_1_share_pct: 14.1
clk_latency_ns: 0.72
firstDrtPassIters: 5
die_h_um: 323
p_total_uw: 3200
hold_buffers: 0
finalSetupTns_ns: 0
finalSetupViolations: 0
warning_count: 43
slowest_stage: "clkdlybuf4s50_1"
cp_top_family: "buffers and inverters"
yosysMostFrequentCell: "edfxtp_1"
max_stage_delay_ns: 0.48
io_buffers: 5
hold_viol: 0
fin_crit_sh_pct: 25.2
ys_cells: 3730
path_buffers: 1
drc: 0
cts_buffers: 117
num_rows: 117
ys_chip_area_mm2: 0.0515
grt_pass1_vias: 31600
dieWidth_um: 323
worst_slew_pin_slew_ns: 1.03
netlist_area_mm2: 0.0515
cts_buffer_depth: 3
cts_resized: 0
antenna_found_initial: 0
core_mm2: 0.102
synth_top_flop_cell: "edfxtp_1"
cap_violations: 0
fin_skew_ns: 0.0249
synth-edff-count: 1144
[cells in the final DEF, fill, tap and decap left out, types with 20 or more instances in the layout]
master / instances
inv_1: 39
a21oi_1: 49
o21ai_0: 44
edfxtp_1: 1144
mux2i_1: 143
mux4_2: 199
clkbuf_1: 24
nand3_2: 24
buf_4: 116
nand2_1: 141
xnor2_1: 41
nand3_1: 58
xor2_1: 28
clkbuf_16: 118
clkinv_1: 35
nor2_1: 1119
a22oi_1: 39
mux4_1: 20
nor3_1: 43
[area by class of cell]
cell class              count  area [um^2]  area share, %
multi-input cells        2229        15500           27.5
clock buffers             142         3040           5.38
flip-flops and latches   1146        34400           60.8
inverters                  42          159          0.281
clock inverters            71          649           1.15
well taps                1368         1710           3.03
repair buffers            128         1060           1.88
[sequential cells by signal (all words and copies together) (netlist names)]
name                           count
display.bitNumber                  4
display.buffer_update_request      1
display.commandIndex               5
display.counter                   32
display.cs                         1
display.dataToSend                 8
display.dc                         1
display.pixelCounter              10
display.refreshCounter            27
display.reset                      1
display.sclk                       1
display.screenBuffer            1024
display.sdin                       1
display.state                      3
display.updater.addr              10
display.updater.col_counter        7
display.updater.current_page       3
display.updater.data               1
display.updater.write              1
display.updater.x_pos              5
[layer usage]
metal	share of wire, %	vias up	wire length (um)	GRT usage (%)
li1	-	13600	-	-
met1	33	15200	45100	38.4
met2	46	1846	62100	41.8
met3	17	279	23500	21.2
met4	3.3	6	4520	7.08
met5	0.20	-	267	1.76
[where the power goes]
group          switching [uW]  internal, uW  leakage, uW
clock network             613           821      0.00180
logic                  0.0942             0      0.00394
registers                   0          1770      0.00698
[logic make-up (layout without fill, tap and decap cells)]
| group | after synthesis | count (layout) | synth area share (%) |
|---|---|---|---|
| fa+ha+maj | 23 | 23 | 0.618 |
| mux | 369 | 369 | 12.7 |
| flops | 1146 | 1146 | 66.8 |
| compound gates | 255 | 255 | 3.43 |
| xor+xnor | 69 | 69 | 1.17 |
| buf+inv | 361 | 383 | 3.31 |
| other cells | 1 | 7 | 0.00729 |
| simple gates | 1506 | 1506 | 12.0 |
[worst paths after layout]
check | start | slack, ns | endpoint
worst min-delay path | display.updater.col_counter[6] | 0.50 | display.updater.addr[6]
worst min register to register | display.updater.col_counter[6] | 0.50 | display.updater.addr[6]
worst max register to register | display.pixelCounter[0] | 23.94 | display.dataToSend[3]
worst max-delay path | display.dc | 21.99 | io_dc
[metrics by stage]
stage          hold slack [ns]  instance area [um^2]  cells  setup slack, ns
2_1_floorplan            0.424                 51500   3736            14.71
3_3_place_gp             0.490                 52900   4913            22.68
3_5_place_dp             0.486                 52900   4913            22.68
4_1_cts                  0.495                 56500   5126            21.93
5_1_grt                  0.513                 56500   5126            21.92
6_report                 0.504                 56500   5126            21.99
Power figures rest on the tool's default switching activity, not on a simulated workload.
